### flow/design.v
module CommutationControl(
	input clk,
	input [2:0]UI, 
	input [2:0]HS,  
	output [5:0]PT  
);
	wire Aw,Bw,Cw,Dw,Ew,Fw;
	reg [1:0] Ar,Br,Cr,Dr,Er,Fr;  
	assign Aw = ~HS[0]&HS[2]&~UI[0]&UI[2] | ~HS[1]&HS[2]&~UI[0]&UI[1] | ~HS[0]&HS[1]&~UI[0]&UI[1]&UI[2] | HS[0]&~HS[1]&~UI[0]&UI[1]&UI[2] | HS[0]&~HS[2]&~UI[0]&UI[1]&UI[2] | HS[1]&~HS[2]&~UI[0]&UI[1]&UI[2];
	assign Bw = HS[1]&~HS[2]&UI[0]&~UI[1]&~UI[2] | ~HS[1]&HS[2]&UI[0]&~UI[1]&~UI[2] | HS[0]&~HS[2]&UI[0]&~UI[1]&~UI[2] | HS[0]&~HS[2]&~UI[0]&~UI[1]&UI[2] | ~HS[0]&HS[2]&UI[0]&~UI[1]&~UI[2] | ~HS[0]&HS[1]&UI[0]&~UI[1]&~UI[2] | HS[1]&~HS[2]&~UI[0]&UI[1]&~UI[2] | HS[0]&~HS[1]&UI[0]&~UI[1]&~UI[2];
	assign Cw = HS[0]&~HS[1]&~UI[0]&UI[1]&UI[2] | ~HS[1]&HS[2]&~UI[0]&UI[1]&UI[2] | ~HS[0]&HS[1]&~UI[0]&UI[1]&UI[2] | HS[1]&~HS[2]&~UI[0]&UI[2] | HS[0]&~HS[2]&~UI[0]&UI[1] | ~HS[0]&HS[2]&~UI[0]&UI[1]&UI[2];
	assign Dw = ~HS[0]&HS[1]&UI[0]&~UI[1]&~UI[2] | HS[0]&~HS[1]&UI[0]&~UI[1]&~UI[2] | ~HS[0]&HS[2]&UI[0]&~UI[1]&~UI[2] | ~HS[1]&HS[2]&~UI[0]&~UI[1]&UI[2] | ~HS[1]&HS[2]&UI[0]&~UI[1]&~UI[2] | HS[1]&~HS[2]&UI[0]&~UI[1]&~UI[2] | ~HS[0]&HS[2]&~UI[0]&UI[1]&~UI[2] | HS[0]&~HS[2]&UI[0]&~UI[1]&~UI[2];
	assign Ew = ~HS[0]&HS[2]&~UI[0]&UI[1]&UI[2] | HS[0]&~HS[2]&~UI[0]&UI[1]&UI[2] | HS[0]&~HS[1]&~UI[0]&UI[2] | ~HS[1]&HS[2]&~UI[0]&UI[1]&UI[2] | HS[1]&~HS[2]&~UI[0]&UI[1]&UI[2] | ~HS[0]&HS[1]&~UI[0]&UI[1];
	assign Fw = HS[0]&~HS[1]&~UI[0]&UI[1]&~UI[2] | HS[0]&~HS[1]&UI[0]&~UI[1]&~UI[2] | ~HS[0]&HS[1]&~UI[0]&~UI[1]&UI[2] | HS[0]&~HS[2]&UI[0]&~UI[1]&~UI[2] | ~HS[0]&HS[1]&UI[0]&~UI[1]&~UI[2] | ~HS[1]&HS[2]&UI[0]&~UI[1]&~UI[2] | ~HS[0]&HS[2]&UI[0]&~UI[1]&~UI[2] | HS[1]&~HS[2]&UI[0]&~UI[1]&~UI[2];
	always@(posedge clk)begin 
		Ar[0] <= Aw&~Br[1];
		Ar[1] <= Ar[0];  
		Br[0] <= Bw&~Ar[1];  
		Br[1] <= Br[0];
		Cr[0] <= Cw&~Dr[1];
		Cr[1] <= Cr[0];
		Dr[0] <= Dw&~Cr[1];
		Dr[1] <= Dr[0];
		Er[0] <= Ew&~Fr[1];
		Er[1] <= Er[0];
		Fr[0] <= Fw&~Er[1];
		Fr[1] <= Fr[0];		
	end
	assign PT = {Ar[1],Br[1],Cr[1],Dr[1],Er[1],Fr[1]};
endmodule
module Diverging8bit(
	input [7:0] In,  
	input clk,
	output [11:0]CCin  
);
	assign CCin[0]= In[0]&In[1]&In[2]&In[3];
	assign CCin[3] = In[0]&In[1]&In[2]&In[3];
	assign CCin[1] = In[0]&~In[2] | In[0]&~In[3] | In[0]&~In[1];
	assign CCin[2] = In[1]&~In[3] | ~In[0]&In[1] | In[1]&~In[2];
	assign CCin[4] = In[2]&~In[3] | ~In[1]&In[2] | ~In[0]&In[2];
	assign CCin[5] = ~In[0]&In[3] | ~In[1]&In[3] | ~In[2]&In[3];
	assign CCin[6] = In[4]&In[5]&In[6]&In[7];
	assign CCin[9] = In[4]&In[5]&In[6]&In[7];
	assign CCin[7] = In[4]&~In[6] | In[4]&~In[7] | In[4]&~In[5];
	assign CCin[8] = In[5]&~In[7] | In[5]&~In[6] | ~In[4]&In[5];
	assign CCin[10] = In[6]&~In[7] | ~In[4]&In[6] | ~In[5]&In[6];
	assign CCin[11] = ~In[6]&In[7] | ~In[4]&In[7] | ~In[5]&In[7];
endmodule
module EightBit_to_SBLDCCommutation(
	input [7:0]In,  
	input clk,
	input [2:0]HS1,HS2,HS3,HS4,  
	output [23:0]PT  
);
	wire [11:0] CCinw;
	Diverging8bit Diverging8bitInst(.In(In), .clk(clk), .CCin(CCinw));
	CommutationControl CommutationControlInst1(.clk(clk), .UI(CCinw[2:0]), .HS(HS1[2:0]), .PT(PT[5:0]));
	CommutationControl CommutationControlInst2(.clk(clk), .UI(CCinw[5:3]), .HS(HS2[2:0]), .PT(PT[11:6]));
	CommutationControl CommutationControlInst3(.clk(clk), .UI(CCinw[8:6]), .HS(HS3[2:0]), .PT(PT[17:12]));
	CommutationControl CommutationControlInst4(.clk(clk), .UI(CCinw[11:9]), .HS(HS4[2:0]), .PT(PT[23:18]));
endmodule
### flow/run.sh
#!/bin/bash
# OpenROAD 26Q1-2900-gdf79404cd8, Yosys 0.63+post, stock flow scripts
make -C /OpenROAD-flow-scripts/flow DESIGN_CONFIG=/design/flow/config.mk WORK_HOME=/design/flow/orfs finish
### flow/config.mk
export PLATFORM = sky130hd
export DESIGN_NAME = EightBit_to_SBLDCCommutation
export DESIGN_NICKNAME = EightBit_to_SBLDCCommutation
export VERILOG_FILES = /design/flow/design.v
export SDC_FILE = /design/flow/constraint.sdc
export NUM_CORES = 4
export LEC_CHECK = 1
export CORE_UTILIZATION = 40
### flow/constraint.sdc
current_design EightBit_to_SBLDCCommutation

set clk_period 2.2
set clk_io_pct 0.2

create_clock -name clk0 -period $clk_period [get_ports {clk}]

set non_clock_inputs [all_inputs -no_clocks]
set_input_delay [expr $clk_period * $clk_io_pct] -clock clk0 $non_clock_inputs
set_output_delay [expr $clk_period * $clk_io_pct] -clock clk0 [all_outputs]
==> impl_metrics.toml <==
# flow metrics
[placement]
place_area_um2 = 2610
dp_cells = 347
routabilityCongestion = 0.8481
numPortBuffers = 44
dp_hpwl_um = 3063
place_ws_ps = 197.6

[synth]
synthArstFlopShare = 0
netlist_area_um2 = 2302
synth.top_cells.by_count = "dfxtp_1, buf_4, nand2_1"
area_leaders = "dfxtp_1, buf_4, a21oi_1"
ys_seq_elements = 48
edf_count = 0
yosys_warnings = 1
ys_cells = 267
synthMostInstantiatedCell = "dfxtp_1"
synthFlopType = "dfxtp_1"
top_cell_area_share = 0.4174
syn_inst = 267
synth_area_per_cell_um2 = 8.623
ys_seq_share = 0.4174
ys_area_um2 = 2302
yosysUniqueCellTypes = 52
yosys.area.top_type = "dfxtp_1"

[worst_setup_path]
end_kind = "register"
path_max_fanout = 10
critical_path_class = "input port to register"
worstReg2RegStart = "CommutationControlInst4.Cr[1]$_DFF_P_"
critPathLaunchType = "input port"
required_ps = 2370
arrival_ps = 1900
startpoint = "HS4[2]"

[die]
initCoreUtil = 0.4155
ios = 45
dieArea_um2 = 6063
core_um2 = 5540
chipHeight_um = 77.87
placementRows = 27
die_width_um = 77.87

[final_timing]
finalSetupViolCount = 0
worst_slew_pin_slew_ps = 415.8
clock.fmax_mhz = 578.5
maxSlewViolCount = 0
period_used_share = 0.7857
slew_headroom = 0.7219
clock_skew_ps = 5.700
setup_slack_ps = 471.5
post-route-min-period_ps = 1729
hold_violations = 0
finalSetupTns_ps = 0
rsz0062_at_grt = "no"

[power]
p_sw_mw = 0.4124
power_frac_comb = 0.178
power-per-cell-area_nw_per_um2 = 649.0
internal-power_mw = 1.326
clkPwrFrac = 0.261
p_sw_frac = 0.2372
p_seq_frac = 0.561
ir_drop_uv = 332.7
p_leak_nw = 1.016

[route]
wl_per_cell_um = 12.49
drt-total-wl_um = 4398
ant_nets = 0
via_per_inst = 5.313
drt_iter0_markers = 93
dr.pass1.iters = 4
antenna_cells = 0
vias = 1870
drc = 0

[clock_network]
htree_levels = 2
cts_setup_buffers = 0
cts-buffers-inserted = 5
cts_root_buf = "clkbuf_8"
holdBufCountCts = 0
cts.path.max_buffers = 2
tritoncts = "built"
cts_num_sinks = 48
cts.repair.resized = 0
clkLatencyLatePin_ps = 290
clkTransAtPathRegs_ps = 80

[worst_hold_path]
hold_path.class = "register to register"
hp-start = "CommutationControlInst3.Cr[0]$_DFF_P_"

[layout]
stdcell_count = 352
fillers = 556
finalInstanceArea_um2 = 2679
fin_util = 0.4835
drive_above_1_share = 0.07143
area_growth_pct = 16.36

[flow_run]
openroad.warnings = 25
maxCapViolCount = 0

[global_route]
grt_max_degree = 16
grt_pass1_vias = 1768
overflow = 0
track_usage = 0.1606
antenna_found_initial = 0
grt_pass1_wl_um = 7831

[run_status]
status = "complete, no violations"
==> cells in the final DEF (no fill, tap or decap), types with 4 or more instances in the layout <==
cell,count
buf_4,10
inv_1,8
nor3_1,4
a221oi_1,5
nand2b_1,10
nor2_1,19
clkdlybuf4s50_1,44
dfxtp_1,48
o21ai_0,9
a21oi_1,16
nand4_1,5
nand2_1,21
nand3_1,11
a31oi_1,7
clkbuf_8,5
==> stage by stage <==
stage / hold WS, ps / power, mW
floorplan: 309.6 / 1.203
global placement: 309.6 / 1.306
detailed placement: 312.1 / 1.307
CTS: 328.6 / 1.770
global route: 337.1 / 1.852
finish: 326.9 / 1.738
==> critical path, cell delays in order <==
cell and delay [ps]:
clkdlybuf4s50_1 580, or3_1 460, a222oi_1 340, nor4b_1 90
==> power by group through the flow <==
stage / sequential (mW) / combinational (mW) / clock (mW)
4_1_cts: 0.978 / 0.312 / 0.481
5_1_grt: 0.986 / 0.348 / 0.518
6_report: 0.976 / 0.310 / 0.453
==> cells by family (layout without fill, tap and decap cells) <==
logic type,Yosys count,in the layout,share of synthesized area
simple gates,91,91,0.2071
xor+xnor,1,1,0.003805
flops,48,48,0.4174
compound gates,68,68,0.2065
mux,5,5,0.02283
buf+inv,54,67,0.1424
==> path summary, 6_finish.rpt <==
check        slack (ps)                                     to  cells past startpoint
min reg2reg         330  CommutationControlInst3.Cr[1]$_DFF_P_                      0
max                 470  CommutationControlInst4.Br[0]$_DFF_P_                      4
min                 330  CommutationControlInst3.Cr[1]$_DFF_P_                      0
max reg2reg        1460  CommutationControlInst4.Dr[0]$_DFF_P_                      1
==> layer usage <==
layer	wire (um)	track usage
met5	0	0
met4	35	0.01509
met3	269	0.03465
met2	1984	0.2558
met1	2109	0.2370
==> final cells by class <==
| cell class | instances | area (um2) | share of cell area |
|---|---|---|---|
| multi-input combinational | 165 | 1013 | 0.3783 |
| sequential | 48 | 960.9 | 0.3587 |
| timing repair buffer | 54 | 515.5 | 0.1924 |
| tap | 72 | 90.09 | 0.03363 |
| clock buffer | 5 | 68.82 | 0.02569 |
| inverter | 8 | 30.03 | 0.01121 |
Power and IR drop assume default switching activity.
